==> /design/flow/design.v <==
module pre_mix(in, out);
    input [639:0] in;
    output [639:0] out;
    wire [31:0] total;
    assign total = in[31:0] ^ in[63:32] ^ in[95:64] ^ in[127:96] ^ in[159:128] ^ in[191:160] ^ 
                   in[223:192] ^ in[255:224] ^ in[287:256] ^ in[319:288] ^ in[351:320] ^ 
                   in[383:352] ^ in[415:384] ^ in[447:416] ^ in[479:448] ^ in[511:480] ^ 
                   in[543:512] ^ in[575:544] ^ in[607:576] ^ in[639:608];
    assign out[31:0] = in[31:0] ^ total ^ (total >> 32);
    assign out[63:32] = in[63:32] ^ total ^ (total >> 32);
endmodule
module sbox_small(clk, in, out);
    input clk;
    input [3:0] in;
    output reg [3:0] out;
    reg [3:0] mem [0:15];
    always @(posedge clk) begin
        out <= mem[in];
    end
    initial begin
        mem[0] = 4'h0; mem[1] = 4'h1; mem[2] = 4'h2; mem[3] = 4'h3;
        mem[4] = 4'h4; mem[5] = 4'h5; mem[6] = 4'h6; mem[7] = 4'h7;
        mem[8] = 4'h8; mem[9] = 4'h9; mem[10] = 4'hA; mem[11] = 4'hB;
        mem[12] = 4'hC; mem[13] = 4'hD; mem[14] = 4'hE; mem[15] = 4'hF;
    end
endmodule
module sbox_large(clk, a_in, b_in, a_out, b_out);
    input clk;
    input [7:0] a_in, b_in;
    output reg [7:0] a_out, b_out;
    reg [7:0] mem [0:255];
    always @(posedge clk) begin
        a_out <= mem[a_in];
        b_out <= mem[b_in];
    end
    initial begin
        mem[0] = 8'h00; mem[1] = 8'h01; mem[2] = 8'h02; mem[3] = 8'h03;
    end
endmodule
module apply_pbox0(in, out);
    input [639:0] in;
    output [639:0] out;
endmodule
module apply_pbox1(in, out);
    input [639:0] in;
    output [639:0] out;
endmodule
module rotation_helper(in, out);
    input [31:0] in;
    output [31:0] out;
    assign out = {in[31:8], in[7:0]} ^ {in[23:0], in[31:24]};
endmodule
module apply_rotations(in, out);
    input [639:0] in;
    output [639:0] out;
    wire [639:0] rot;
    generate
        genvar i;
        for (i = 0; i < 20; i = i + 1) begin: rotate
            rotation_helper rot_helper (.in(in[32*(i+1)-1:32*i]), .out(rot[32*(i+1)-1:32*i]));
        end
    endgenerate
    assign out = rot ^ {in[31:0], in[639:32]};
endmodule
module apply_round_key(key, in, out);
    input [19:0] key;
    input [639:0] in;
    output [639:0] out;
    generate
        genvar i;
        for (i = 0; i < 20; i = i + 1) begin: round_key
            assign out[32*(i+1)-1:32*i] = in[32*(i+1)-1:32*i] ^ {28'h0, key[i]};
        end
    endgenerate
endmodule
module full_round(clk, roundkey, in, out);
    input clk;
    input [19:0] roundkey;
    input [639:0] in;
    output [639:0] out;
    wire [639:0] mid[0:3];
    apply_pbox0 pbox0inst (.in(in), .out(mid[0]));
    sbox_large sboxes (.clk(clk), .a_in(mid[0][7:0]), .b_in(mid[0][15:8]), .a_out(mid[1][7:0]), .b_out(mid[1][15:8]));
    apply_pbox1 pbox1inst (.in(mid[1]), .out(mid[2]));
    apply_rotations rotations (.in(mid[2]), .out(mid[3]));
    apply_round_key keys (.key(roundkey), .in(mid[3]), .out(out));
endmodule
module encrypt_loop(clk, in, read, out, write);
    input clk;
    input [639:0] in;
    input read;
    output reg [639:0] out;
    output write;
    reg [639:0] state[0:3];
    wire [639:0] next[0:3];
    always @(posedge clk) begin
        if (read) state[0] <= in;
        else state[0] <= next[3];
        state[1] <= next[0];
        state[2] <= next[1];
        state[3] <= next[2];
        out <= next[3];
    end
    full_round round1 (.clk(clk), .roundkey(20'h12345), .in(state[0]), .out(next[0]));
    full_round round2 (.clk(clk), .roundkey(20'h67890), .in(state[1]), .out(next[1]));
    full_round round3 (.clk(clk), .roundkey(20'hABCDE), .in(state[2]), .out(next[2]));
    full_round round4 (.clk(clk), .roundkey(20'hFEDCB), .in(state[3]), .out(next[3]));
endmodule
module odo_encrypt(clk, in, read, out, write);
    input clk;
    input [639:0] in;
    input read;
    output [639:0] out;
    output write;
    reg [1:0] progress;
    reg [639:0] state[1:0];
    wire [639:0] next;
    pre_mix premixer (.in(state[0]), .out(next));
    encrypt_loop crypter (.clk(clk), .in(state[1]), .read(progress[1]), .out(out), .write(write));
    always @(posedge clk) begin
        progress[0] <= read;
        progress[1] <= progress[0];
        state[0] <= in;
        state[1] <= next;
    end
endmodule
==> /design/flow/run.sh <==
#!/bin/bash
# OpenROAD 26Q1-2900-gdf79404cd8, Yosys 0.63+post, stock flow scripts
make -C /OpenROAD-flow-scripts/flow DESIGN_CONFIG=/design/flow/config.mk WORK_HOME=/design/flow/orfs finish
==> /design/flow/config.mk <==
export PLATFORM = sky130hd
export DESIGN_NAME = pre_mix
export DESIGN_NICKNAME = pre_mix
export VERILOG_FILES = /design/flow/design.v
export SDC_FILE = /design/flow/constraint.sdc
export NUM_CORES = 4
export LEC_CHECK = 1
export CORE_AREA = 10 10 490 490
export DIE_AREA = 0 0 500 500
==> /design/flow/constraint.sdc <==
current_design pre_mix

set clk_period 2.9
set clk_io_pct 0.2

create_clock -name clk0 -period $clk_period

set non_clock_inputs [all_inputs -no_clocks]
set_input_delay [expr $clk_period * $clk_io_pct] -clock clk0 $non_clock_inputs
set_output_delay [expr $clk_period * $clk_io_pct] -clock clk0 [all_outputs]
==> run_results.csv <==
group,metric,value,unit
run_status,status,"finished, violations left",
run_status,violations,"setup timing",
power,net-switching-power,0.004301,W
placement,io_buffers,704,
logic_synthesis,top_cell_area_share,45.47,%
worst_setup_path,arrival,2340,ps
job,tool_warnings,34,
layout,regArea,0,µm²
layout,drive_gt1_share,20.94,%
logic_synthesis,synthDistinctLibCells,5,
worst_setup_path,crit_path_start_kind,"input port",
layout,area_growth,111.7,%
global_routing,grt_pass1_wl,117.9,mm
logic_synthesis,synth-warning-count,576,
power,cellLeakagePower,10.45,nW
detailed_routing,first_iter_violations,211,
global_routing,grt_pass1_vias,10780,
logic_synthesis,synth_seq_share,0,%
final_timing,hold_slack,1914,ps
floorplanning,coreArea,229700,µm²
global_routing,grt_max_degree,3,
global_routing,grt_overflow,0,
floorplanning,fp-row-count,176,
placement,dp_hpwl,96.55,mm
hold_path,worstHoldPathCells,5,
global_routing,globalRouteTotalUtil,7.505,%
logic_synthesis,area_leaders,"xnor2_1, buf_4, xnor3_1",
worst_setup_path,worstSetupEndpointType,"primary output",
final_timing,finalWorstSetupSlack,-24.62,ps
detailed_routing,drc,0,
floorplanning,die.size.y,500,µm
floorplanning,dieArea,250000,µm²
detailed_routing,ant_nets,0,
logic_synthesis,yosys_area,11090,µm²
logic_synthesis,netlist_area,11090,µm²
final_timing,setup_viol,2,
final_timing,period_minus_slack,2925,ps
placement,post_dp_cell_area,21000,µm²
final_timing,drv_slew,0,
detailed_routing,wire_per_inst,19.26,µm
logic_synthesis,syn_inst,1249,
placement,placed_cells,5104,
layout,final_cells,5177,
job,cap_violations,0,
layout,clock_buffer_count,0,
layout,final_area,23490,µm²
detailed_routing,num_vias,9865,
layout,flops,0,
final_timing,timing.final.crit_share,100.8,%
final_timing,fmax,0.3419,GHz
worst_setup_path,critPathKind,"in2out",
detailed_routing,wl,99.71,mm
hold_path,hold_path_class,"in2out",
power,power_density,464.1,nW/µm²
final_timing,timing.final.hold_violations,0,
power,p_seq_share,0,%
power,p_int,0.006600,W
power,peakVddDrop,0.7539,mV
power,sw_frac_of_total,39.45,%
detailed_routing,drt_first_pass_iters,4,
floorplanning,die_x,500,µm
worst_setup_path,path_max_fanout,2,
placement,gp_congestion,0.8756,
worst_setup_path,required,2320,ps
hold_path,hp-start,"in[0]",
logic_synthesis,yosysTopAreaCell,"xnor2_1",
power,comb_power_share,100.0,%
logic_synthesis,syn_avg_cell_area,8.883,µm²
logic_synthesis,ys_cells,1249,
global_routing,antenna_found_initial,125,
power,pwr-share-clk,0,%
hold_path,whs_endpoint,"out[0]",
detailed_routing,via_per_inst,1.906,
floorplanning,io_pins,1280,
floorplanning,initial_utilization,4.830,%
power,finalPower,0.01090,W
metal layers:
| layer | up-vias | global-route usage, % | wire [µm] |
|---|---|---|---|
| li1 | 4435 | - | - |
| met1 | 4226 | 7.505 | 32410 |
| met2 | 904 | 12.29 | 46270 |
| met3 | 218 | 5.832 | 17650 |
| met4 | 82 | 1.635 | 2843 |
| met5 | - | 0 | 534 |
critical path, cell delays in order:
cell and delay [ps]:
dlygate4sd2_1 280, xnor2_2 160, xnor2_2 160, xnor2_2 340, buf_4 190, buf_4 90
xnor3_1 390, buf_6 150
cell type report:
cell class	count	area, µm²
multi-input cells	1248	10810
repair buffers	868	8808
well taps	3026	3786
diodes	35	87.58
fillers	26250	206200
synth_stat cells:
cell / number
xnor2_1: 576
xor2_1: 32
buf_4: 576
xnor3_1: 64
conb_1: 1
stage by stage:
| stage | TNS [ps] | util, % | worst slack (ps) |
|---|---|---|---|
| CTS | -110.3 | 9.672 | -65.95 |
| detailed placement | -17540 | 9.141 | -1328 |
| global placement | -17630 | 9.141 | -1327 |
| floorplan | 0 | - | 865.3 |
| finish | -47.12 | 10.23 | -24.62 |
| global route | -93.09 | 10.20 | -26.03 |
kinds of logic after synthesis:
kind of cell  synth area share, %
xor+xnor                    60.99
buf+inv                     38.98
other cells               0.03380
power groups by stage:
stage	registers (W)	logic (W)	clock network (W)
after CTS	0	0.0112	0
after global routing	0	0.0119	0.000000000328
final	0	0.0109	0.00000000167
worst max-delay path by stage:
| stage | slack, ps | startpoint | endpoint |
|---|---|---|---|
| after CTS | -70 | in[132] | out[4] |
| after global routing | -30 | in[190] | out[62] |
| final | -20 | in[408] | out[56] |
timing repair:
action / 4_1_cts / 5_1_grt
pin swaps: 215 / 191
setup buffers: 35 / 10
hold endpoints to repair: 0 / 0
hold buffers: 0 / 0
resized: 329 / 260
endpoints found under the setup margin: 58 / 60
cells in the final DEF, fill, tap and decap left out, drive strengths merged:
cell type | netlist | routed
clkdlybuf4s50 | 0 | 398
xnor2 | 576 | 576
diode | 0 | 35
buf | 576 | 212
xnor3 | 64 | 64
conb | 1 | 576
xor2 | 32 | 32
clkbuf | 0 | 11
clkdlybuf4s15 | 0 | 14
dlygate4sd2 | 0 | 115
dlymetal6s2s | 0 | 118
Power and IR drop assume default switching activity.
