==> /design/flow/design.v <==
module odo_pre_mix(in, out);
    input [639:0] in;
    output [639:0] out;
    wire [63:0] total;
    assign total = 0 ^ in[63:0] ^ in[127:64] ^ in[191:128] ^ in[255:192] ^ in[319:256] ^ in[383:320] ^ in[447:384] ^ in[511:448] ^ in[575:512] ^ in[639:576];
    assign out[63:0] = in[63:0] ^ total ^ (total >> 32);
    assign out[127:64] = in[127:64] ^ total ^ (total >> 32);
    assign out[191:128] = in[191:128] ^ total ^ (total >> 32);
    assign out[255:192] = in[255:192] ^ total ^ (total >> 32);
    assign out[319:256] = in[319:256] ^ total ^ (total >> 32);
    assign out[383:320] = in[383:320] ^ total ^ (total >> 32);
    assign out[447:384] = in[447:384] ^ total ^ (total >> 32);
    assign out[511:448] = in[511:448] ^ total ^ (total >> 32);
    assign out[575:512] = in[575:512] ^ total ^ (total >> 32);
    assign out[639:576] = in[639:576] ^ total ^ (total >> 32);
endmodule
==> /design/flow/run.sh <==
#!/bin/bash
# OpenROAD 26Q1-2900-gdf79404cd8, Yosys 0.63+post, stock flow scripts
make -C /OpenROAD-flow-scripts/flow DESIGN_CONFIG=/design/flow/config.mk WORK_HOME=/design/flow/orfs finish
==> /design/flow/config.mk <==
export PLATFORM = sky130hd
export DESIGN_NAME = odo_pre_mix
export DESIGN_NICKNAME = odo_pre_mix
export VERILOG_FILES = /design/flow/design.v
export SDC_FILE = /design/flow/constraint.sdc
export NUM_CORES = 4
export LEC_CHECK = 1
export CORE_AREA = 10 10 490 490
export DIE_AREA = 0 0 500 500
==> /design/flow/constraint.sdc <==
current_design odo_pre_mix

set clk_period 7.1
set clk_io_pct 0.2

create_clock -name clk0 -period $clk_period

set non_clock_inputs [all_inputs -no_clocks]
set_input_delay [expr $clk_period * $clk_io_pct] -clock clk0 $non_clock_inputs
set_output_delay [expr $clk_period * $clk_io_pct] -clock clk0 [all_outputs]
==> out/notes.md <==
### Power
• **Internal** 8.55 mW
• **Worst IR Drop VDD** 0.000206 V
• **clock power share** 0%
• **power per cell area** 460 mW/mm^2
• **Leakage Power** 12.3 nW
• **Sw Ratio** 46.4%
• **sequential cell fraction of total power** 0%
• **Final Total Pwr** 16.0 mW
• **Gate power share** 100.0%
• **switching power of the nets** 7.42 mW

### Hold path
• **path category of the worst min-delay check** in -> out
• **worst hold path depth** 3
• **Min-Delay Startpoint** in[629]
• **terminating pin of the worst hold path** out[181]

### Yosys
• **area figure in the yosys stat output** 0.0181 sq mm
• **post-synthesis average cell area** 11.4 sq um
• **number of warnings printed during yosys synthesis** 0
• **XOR/XNOR Area Share** 98.5%
• **gate count after technology mapping** 1592
• **post-synthesis cell type count** 9
• **comb area leader** XOR/XNOR gates
• **Post-synth mux share** 0%
• **post-synthesis cell area** 0.0181 sq mm
• **sequential-to-total area share from yosys stat** 0%
• **yosys simple share** 0%
• **Adder-Cell Fraction of Synth Area** 0%
• **share of synthesized cell area in and-or and or-and compound cells** 0%
• **number of cell instances after yosys synthesis** 1592

### Floorplanning
• **Die Width** 500 um
• **total I/O pin count** 1280
• **Initial Utilization** 7.88%
• **height of the die** 500 um
• **core outline area** 0.230 sq mm
• **overall die area** 0.250 sq mm
• **row cnt** 176

### Critical path
• **category of the worst setup path capture point** output port
• **total buffers and inverters traversed by the critical path** 3
• **Worst path top cell family by delay** buffers and inverters
• **worst stage delay on the critical path** 1.09 ns
• **biggest fanout along the worst timing path** 3
• **data arrival time of the critical path** 5.27 ns
• **worst endpoint required time** 5.68 ns
• **cell chain of the critical path** clkdlybuf4s50_1, xor3_1, xor2_1, xnor2_4, buf_4, xnor2_1, clkdlybuf4s50_1
• **cell seen most often among critical-path stages** clkdlybuf4s50_1
• **critical path startpoint category** primary input
• **classification of the worst setup path** in -> out
• **CP max-delay cell** clkdlybuf4s50_1

### STA
• **final worst path period share** 94.3%
• **max-slew violation total from the final report** 0
• **RSZ-0062 raised after global routing** no
• **Final min period** 6.69 ns
• **final-layout worst hold slack** 3.83 ns
• **highest clock rate** 0.149 GHz
• **Hold Violations, Final** 0
• **Slew headroom** 34.0%
• **Tightest Pin Transition** 0.983 ns
• **total negative slack for setup checks** 0 ns
• **final count of negative-setup-slack endpoints** 0

### Finish
• **layout-stage area growth over the synthesis result** 91.7%
• **Layout clock buffers** 0
• **commonest cells after routing, fill and taps aside** 1280 x clkdlybuf4s50_1, 1125 x xnor2_1, 196 x xnor3_1
• **fraction of layout instances using a drive strength above 1** 3.85%
• **final core occ** 15.1%
• **final non-filler cell area** 0.0347 sq mm
• **Commonest Layout Cell** clkdlybuf4s50_1
• **FF+latch count** 0
• **register area** 0 sq um

### GRT
• **number of global-route vias before repair** 18211
• **global-route wire length before repair** 220000 um
• **grt total ovfl** 0
• **Total GRT Usage** 13.9%
• **antenna violations before repair** 61
• **pin count of the biggest net entering global routing** 11

### Flow run
• **count of warning messages emitted by the tools** 32
• **maximum capacitance violations** 0

### Routing
• **overall routed net length** 180000 um
• **First DRT Iteration DRCs** 728
• **Residual DRC** 0
• **post-route ant nets** 0
• **Vias per Instance** 2.82
• **average wire per standard cell** 30.5 um
• **DRT Pass-1 Iters** 4
• **total vias in the final route** 16654

### Placed design
• **instance area after placement** 0.0346 sq mm
• **sum of net half-perimeters after detailed placement** 171000 um
• **Final Wtd Congestion** 0.998
• **quantity of I/O buffers inserted on ports** 1280

### Outcome
• **status** complete, no violations

## worst max path at each step
stage / startpoint / to / slack [ns] / depth (start not counted)
global route: in[42] / out[586] / 0.20 / 7
finish: in[42] / out[586] / 0.41 / 7
CTS: in[317] / out[61] / 0.05 / 6
## cell usage after synthesis
library cell,count,share of area [%]
buf_2,26,0.72
xnor3_2,6,0.79
xor2_1,109,5.3
xnor3_1,196,24
xnor2_1,1126,54
xnor2_4,34,5.2
buf_4,18,0.75
xnor2_2,41,3.7
xor3_1,36,4.7
## power by group through the flow
| stage | clock network (mW) | registers [mW] | logic, mW |
|---|---|---|---|
| after CTS | 0 | 0 | 16.7 |
| after global routing | 0.000000154 | 0 | 17.3 |
| final | 0.000000309 | 0 | 16.0 |
## metrics by stage
| step | cells | worst slack (ns) |
|---|---|---|
| 2_1_floorplan | 1592 | 2.89 |
| 3_3_place_gp | 5882 | -0.151 |
| 3_5_place_dp | 5882 | -0.111 |
| 4_1_cts | 5882 | 0.0526 |
| 5_1_grt | 5890 | 0.200 |
| 6_report | 5898 | 0.408 |
## layer usage
| layer | global-route usage (%) | wire [um] | part of all wire [%] |
|---|---|---|---|
| met1 | 15.2 | 65100 | 36 |
| met2 | 23.1 | 84500 | 47 |
| met3 | 9.60 | 28300 | 16 |
| met4 | 1.09 | 1820 | 1.0 |
| met5 | 0 | 96 | 0.053 |
## cells by family (layout without fill, tap and decap cells)
family,count (synthesis),in the layout
other,0,16
buffers and inverters,44,1308
XOR/XNOR,1548,1548
## area by class of cell
| cell class | count | area (sq um) |
|---|---|---|
| fillers | 25601 | 195000 |
| multi-input cells | 1548 | 17800 |
| repair buffers | 1308 | 13000 |
| well taps | 3026 | 3790 |
| diodes | 16 | 40.0 |
## timing repair
action,CTS,global route
buffers inserted,0,0
hold buffers,0,0
setup endpoints to repair,1,0
gates resized,1,0
Power figures rest on the tool's default switching activity, not on a simulated workload.
