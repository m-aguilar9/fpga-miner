==> ./design.v <==
module crc12(in, out);
    input [31:0] in;
    output [11:0] out;
    assign out[0] = in[2] ^ in[4] ^ in[5] ^ in[8] ^ in[9] ^ in[11] ^ in[14] ^ in[15] ^ in[17] ^ in[19] ^ in[20] ^ in[25] ^ in[27] ^ in[28] ^ in[29];
    assign out[1] = in[0] ^ in[3] ^ in[5] ^ in[6] ^ in[9] ^ in[10] ^ in[12] ^ in[15] ^ in[16] ^ in[18] ^ in[20] ^ in[21] ^ in[26] ^ in[28] ^ in[29] ^ in[30];
    assign out[2] = in[0] ^ in[1] ^ in[4] ^ in[6] ^ in[7] ^ in[10] ^ in[11] ^ in[13] ^ in[16] ^ in[17] ^ in[19] ^ in[21] ^ in[22] ^ in[27] ^ in[29] ^ in[30] ^ in[31];
    assign out[3] = in[1] ^ in[4] ^ in[7] ^ in[9] ^ in[12] ^ in[15] ^ in[18] ^ in[19] ^ in[22] ^ in[23] ^ in[25] ^ in[27] ^ in[29] ^ in[30] ^ in[31];
    assign out[4] = in[4] ^ in[9] ^ in[10] ^ in[11] ^ in[13] ^ in[14] ^ in[15] ^ in[16] ^ in[17] ^ in[23] ^ in[24] ^ in[25] ^ in[26] ^ in[27] ^ in[29] ^ in[30] ^ in[31];
    assign out[5] = in[2] ^ in[4] ^ in[8] ^ in[9] ^ in[10] ^ in[12] ^ in[16] ^ in[18] ^ in[19] ^ in[20] ^ in[24] ^ in[26] ^ in[29] ^ in[30] ^ in[31];
    assign out[6] = in[0] ^ in[2] ^ in[3] ^ in[4] ^ in[8] ^ in[10] ^ in[13] ^ in[14] ^ in[15] ^ in[21] ^ in[28] ^ in[29] ^ in[30] ^ in[31];
    assign out[7] = in[1] ^ in[2] ^ in[3] ^ in[8] ^ in[16] ^ in[17] ^ in[19] ^ in[20] ^ in[22] ^ in[25] ^ in[27] ^ in[28] ^ in[30] ^ in[31];
    assign out[8] = in[0] ^ in[3] ^ in[5] ^ in[8] ^ in[11] ^ in[14] ^ in[15] ^ in[18] ^ in[19] ^ in[21] ^ in[23] ^ in[25] ^ in[26] ^ in[27] ^ in[31];
    assign out[9] = in[1] ^ in[2] ^ in[5] ^ in[6] ^ in[8] ^ in[11] ^ in[12] ^ in[14] ^ in[16] ^ in[17] ^ in[22] ^ in[24] ^ in[25] ^ in[26] ^ in[29];
    assign out[10] = in[0] ^ in[2] ^ in[3] ^ in[6] ^ in[7] ^ in[9] ^ in[12] ^ in[13] ^ in[15] ^ in[17] ^ in[18] ^ in[23] ^ in[25] ^ in[26] ^ in[27] ^ in[30];
    assign out[11] = in[1] ^ in[3] ^ in[4] ^ in[7] ^ in[8] ^ in[10] ^ in[13] ^ in[14] ^ in[16] ^ in[18] ^ in[19] ^ in[24] ^ in[26] ^ in[27] ^ in[28] ^ in[31];
endmodule
==> ./run.sh <==
#!/bin/bash
# OpenROAD 26Q1-2900-gdf79404cd8, Yosys 0.63+post, stock flow scripts
make -C /OpenROAD-flow-scripts/flow DESIGN_CONFIG=/design/flow/config.mk WORK_HOME=/design/flow/orfs finish
==> ./config.mk <==
export PLATFORM = sky130hd
export DESIGN_NAME = crc12
export DESIGN_NICKNAME = crc12
export VERILOG_FILES = /design/flow/design.v
export SDC_FILE = /design/flow/constraint.sdc
export NUM_CORES = 4
export LEC_CHECK = 1
export CORE_UTILIZATION = 30
==> ./constraint.sdc <==
current_design crc12

set clk_period 2.0
set clk_io_pct 0.2

create_clock -name clk0 -period $clk_period

set non_clock_inputs [all_inputs -no_clocks]
set_input_delay [expr $clk_period * $clk_io_pct] -clock clk0 $non_clock_inputs
set_output_delay [expr $clk_period * $clk_io_pct] -clock clk0 [all_outputs]
==> results.ini <==
[floorplan]
fp.coreArea_mm2=0.00344
die_h_um=62.7
initial_core_util=0.321
ioPinCount=44
dieArea_mm2=0.00393
fp.dieW_um=62.7
row_count=21

[critical_path]
cp.required_ns=1.60
end_kind=output port
crit_slowest_cell=xnor3_1
path_cells=buf_6 -> xor2_2 -> buf_4 -> xnor3_1 -> buf_4 -> xnor3_1 -> buf_2
crit_type=input pin to output port
critPathMaxFanout=2
crit_start=in[22]
max_stage_delay_ns=0.43
critPathLaunchType=input pin
cp.arrival_ns=1.83

[detailed_routing]
drc=0
drtAntennaViolNets=0
drt_iter0_drc=29
top_layer_used=met4
first_pass_iters=4
dr_wl_met2_um=1860
wl_met1_um=1640
vias=1010
dr_wl_met3_um=338
antenna_cells=0
viasPerCell=4.30
routed_wl_um=3860
wire_per_inst_um=16.4

[logic_synthesis]
synth.distinct_cells=8
synth_area_mm2=0.00110
top_cells_by_area=xnor3_1, xnor2_1, xor3_1, xor2_1, xnor2_2
syn_area_per_cell_um2=15.1
synth_top_area_share=0.531
postSynthCellCount=73
ys_cells=73
ys_seq_share=0
yosysTopAreaCell=xnor3_1
ys_chip_area_mm2=0.00110
synth_warnings=0

[finish]
final_cell_area_mm2=0.00256
fillers=194
seq_cell_count=0
clock_buffers=0
flop_area_um2=0
logic_area_mm2=0.00144
drive_above_1_share=0.799
utilization=0.744
stdcell_count=235
syn_to_final_growth_pct=132

[final_timing]
timing.hold.ws_ns=1.40
tightestPinTransition_ns=0.273
finalSetupViolations=11
hold_viol_final=0
slew_viol_final=0
relSlewSlack=0.817
tns_ns=-1.43
min_period_ns=2.23
max_freq_ghz=0.449
rsz0062_at_grt=yes
finalCritPeriodShare=1.11
setup_ws_ns=-0.226

[outcome]
violations=negative setup slack
status=finished, violations left

[global_route]
track_usage=0.194
antenna_found_initial=0
grt_pass1_vias=1096
grt_pass1_wl_um=5460
grt_overflow_total=0
grt_start_max_net_pins=5

[job]
log.warning_count=34
maxCapViolCount=0

[placement]
hpwl_um=2290
place_ws_ns=-0.924
place_congestion=0.864
dpl-instance-area_mm2=0.00186
dp.cells=197
port_buffers=44

[clock_network]
hold_buffers=0

[power_and_ir_drop]
power.density_mw_per_mm2=556
p_total_mw=1.42
ir_worst_vdd_mv=0.403
p_leak_nw=1.37

[hold_path]
hold_path.class=input pin to output port
worstHoldStart=in[11]

[cell usage after synthesis]
cell type / number
xor2_1: 7
xnor3_1: 26
xnor2_1: 29
xnor2_2: 3
xor3_1: 4
xor3_2: 1
xnor3_2: 1
buf_2: 2
[cells by family (layout without fill, tap and decap cells)]
| group | after synthesis | after routing | share of synthesized area |
|---|---|---|---|
| xor gates and xnor gates | 71 | 71 | 0.991 |
| buffers and inverters | 2 | 118 | 0.00907 |
[layout make-up]
class	instances	share of cell area
well taps	46	0.0225
multi-input cells	71	0.563
repair buffers	118	0.414
[cells in the final DEF (no fill, tap or decap)]
cell and count:
clkbuf_2 2, xor3_1 4, buf_12 3, buf_8 9, xnor2_1 11, xor3_2 1
buf_6 32, xnor2_2 9, xor2_2 5, xor2_4 2, xnor3_1 23, buf_4 54
buf_2 18, xnor2_4 12, xnor3_2 4
[layer usage]
layer / vias to the layer above / GRT usage
met2: 50 / 0.318
met1: 478 / 0.290
met5: - / 0
met3: 2 / 0.0519
met4: 0 / 0
li1: 480 / -
[final timing paths]
kind	end	slack [ns]	depth (start not counted)
worst max-delay path	out[3]	-0.23	7
worst min-delay path	out[8]	1.40	5
[what timing repair did]
| item | 4_1_cts | 5_1_grt |
|---|---|---|
| pin swaps | 52 | 24 |
| endpoints found under the setup margin | 12 | 12 |
| buffers inserted | 35 | 8 |
| gates resized | 240 | 46 |
[worst max-delay path, delay by kind of cell]
| family | cells | cell delay, ns |
|---|---|---|
| buffers and inverters | 4 | 0.52 |
| xor gates and xnor gates | 3 | 0.91 |
[report_power, final]
group          internal [mW]  switching [mW]
clock network              0               0
registers                  0               0
logic                   1.01           0.410
